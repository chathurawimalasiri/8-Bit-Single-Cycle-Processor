==> flow/design.v <==
module newAdder(RESULT, INPUT1, INPUT2);
	input [31:0] INPUT1, INPUT2;
	output [31:0] RESULT;
	assign #2 RESULT = INPUT1 + INPUT2;
endmodule
==> flow/run.sh <==
#!/bin/bash
# OpenROAD 26Q1-2900-gdf79404cd8, Yosys 0.63+post, stock flow scripts
make -C /OpenROAD-flow-scripts/flow DESIGN_CONFIG=/design/flow/config.mk WORK_HOME=/design/flow/orfs finish
==> flow/config.mk <==
export PLATFORM = sky130hd
export DESIGN_NAME = newAdder
export DESIGN_NICKNAME = newAdder
export VERILOG_FILES = /design/flow/design.v
export SDC_FILE = /design/flow/constraint.sdc
export NUM_CORES = 4
export LEC_CHECK = 1
export CORE_AREA = 10 10 94 94
export DIE_AREA = 0 0 104 104
==> flow/constraint.sdc <==
current_design newAdder

set clk_period 18.1
set clk_io_pct 0.2

create_clock -name clk0 -period $clk_period

set non_clock_inputs [all_inputs -no_clocks]
set_input_delay [expr $clk_period * $clk_io_pct] -clock clk0 $non_clock_inputs
set_output_delay [expr $clk_period * $clk_io_pct] -clock clk0 [all_outputs]
==> results_dict.tcl <==
# flow metrics
set metrics [dict create \
    seq_cell_count 0 \
    slew-limit-headroom_pct 64.4 \
    yosys_warnings 0 \
    ff_latch_area_um2 0 \
    ys_chip_area_um2 1740 \
    overflow 0 \
    ant_nets 0 \
    maxSlewViolCount 0 \
    io_pins 96 \
    grt_pass1_vias 2061 \
    track_usage_pct 10.4 \
    rsz0062_at_grt "no" \
    synth.yosys.num_cells 241 \
    vias_per_cell 4.89 \
    finalClockPeriodUsage_pct 56.4 \
    drt_iter0_drc 91 \
    powerDensity_nw_per_um2 38.4 \
    gp_congestion 0.819 \
    cts_setup_buffers 0 \
    num_vias 2065 \
    fin_crit_ps 10200 \
    core_um2 6830 \
    start_kind "primary input" \
    cp-end-kind "primary output" \
    ys_seq_share_pct 0 \
    tns_ps 0 \
    whs_endpoint "RESULT[0]" \
    rows 30 \
    n_clock_buffer 0 \
    cp_cell_sequence "clkdlybuf4s50_1 > ha_1 > fa_1 > a21o_1 > a31o_2 > nand3_1 > o221ai_1 > a311oi_1 > o21bai_1 > xor2_1 > clkdlybuf4s50_1" \
    setup_viol 0 \
    fmax_mhz 98.0 \
    warning_count 32 \
    die_area_um2 10800 \
    min_path_cells 3 \
    p_leak_nw 1.18 \
    grt.met3_usage_pct 2.26 \
    critical_path_required_ps 14480 \
    grt_use_met1_pct 14.5 \
    crit_path_frequent_cell "clkdlybuf4s50_1" \
    synth.avg_cell_area_um2 7.24 \
    fp_util_pct 25.5 \
    criticalPathCategory "in -> out" \
    arrival_ps 6580 \
    drt_wl_total_um 5850 \
    route.detailed.drc 0 \
    num_antenna_cells 0 \
    worstMarginPinSlew_ps 521 \
    grt_pass1_wl_um 9850 \
    worstPathMaxFanout 4 \
    fin_cells 422 \
    drt_pass1_iterations 4 \
    antenna_found_initial 0 \
    drive_above_1_share_pct 3.07 \
    fp.dieH_um 104 \
    grt_max_degree 11 \
    grt-busiest-layer "met2" \
    ir_drop_uv 16.1 \
    hold_violations 0 \
    status "complete, no violations" \
    postCtsHoldBufs 0 \
    synthesis.area_um2 1740 \
    synth.distinct_cells 50 \
    area_growth_pct 59.5 \
    dp_cells 422 \
    critPathSlowestCell "clkdlybuf4s50_1" \
    hp-class "in -> out" \
    io_buffers 96 \
    met2_usage_pct 16.9 \
    synth_cells 241 \
    die_w_um 104 \
    max_stage_delay_ps 500 \
    total_power_mw 0.107 \
    post_drt_wl_per_cell_um 13.9 \
    hold_start "INPUT2[0]" \
    hpwlAfterDp_um 5160 \
    cap_violations 0 \
    cts_resized 0 \
]
layer usage:
metal	part of all wire, %	wire length [um]
met5	0	0
met4	0	0
met3	6.3	371
met2	44	2600
met1	49	2880
worst max-delay path: cells and delay by family:
kind	cells	cell delay, ps
buf+inv	2	900
fa+ha+maj	2	650
simple gates	1	90
xor+xnor	1	130
compound gates	5	1190
placed cells by master (no fill, tap or decap), drive strengths merged, types with 10 or more instances in the layout:
cell type	n
xnor2	13
nor2	12
ha	31
nand2	18
o21ai	15
a21o	19
a21oi	29
nand3	10
clkdlybuf4s50	96
xor2	15
cell type report:
| class | count | area [um^2] |
|---|---|---|
| multi-input cells | 224 | 1680 |
| fillers | 706 | 4050 |
| inverters | 6 | 22.5 |
| well taps | 96 | 120 |
| repair buffers | 96 | 961 |
through the flow:
step / setup WS (ps) / hold WS, ps / util [%] / area [um^2]
5_1_grt: 7690 / 8290 / 40.7 / 2780
3_5_place_dp: 7880 / 8290 / 40.7 / 2780
4_1_cts: 7880 / 8290 / 40.7 / 2780
2_1_floorplan: 9030 / 7310 / - / 1740
3_3_place_gp: 7940 / 8270 / 40.7 / 2780
6_report: 7900 / 8280 / 40.7 / 2780
how the worst max path moves through the flow:
stage,from,slack [ps],depth (start not counted),to
5_1_grt,INPUT1[0],7690,11,RESULT[26]
4_1_cts,INPUT1[0],7880,11,RESULT[26]
6_report,INPUT1[0],7900,11,RESULT[26]
cells in the mapped netlist, drive strengths merged (3+ instances only):
| library cell | count | area, um^2 |
|---|---|---|
| a31oi | 3 | 18.8 |
| clkbuf | 8 | 30.0 |
| inv | 6 | 22.5 |
| xor2 | 15 | 131 |
| a311oi | 3 | 43.8 |
| a211oi | 3 | 22.5 |
| o21bai | 5 | 48.8 |
| o211ai | 3 | 22.5 |
| ha | 31 | 388 |
| xnor2 | 13 | 114 |
| nand4 | 8 | 50.1 |
| a21oi | 29 | 145 |
| o21ai | 15 | 78.8 |
| nor2 | 12 | 45.0 |
| nor3 | 4 | 20.0 |
| a21o | 19 | 143 |
| buf | 3 | 13.8 |
| nand2 | 18 | 67.6 |
| or2 | 3 | 18.8 |
| nand3 | 10 | 50.1 |
power breakdown:
group | switching, mW | internal (mW)
clock | 0 | 0
sequential | 0 | 0
combinational | 0.0424 | 0.0643
logic make-up after synthesis:
logic type | after synthesis | share of synthesized area (%)
buf+inv | 17 | 3.80
compound gates | 97 | 39.3
fa+ha+maj | 32 | 23.4
xor+xnor | 28 | 14.1
simple gates | 65 | 18.3
mux | 2 | 1.15
Power and IR drop assume default switching activity.
