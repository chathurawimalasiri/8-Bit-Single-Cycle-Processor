`./config.mk`:
```
export PLATFORM = sky130hd
export DESIGN_NAME = twos_complement_converter
export DESIGN_NICKNAME = twos_complement_converter
export VERILOG_FILES = /design/flow/design.v
export SDC_FILE = /design/flow/constraint.sdc
export NUM_CORES = 4
export LEC_CHECK = 1
export CORE_AREA = 10 10 70 70
export DIE_AREA = 0 0 80 80
```
`./design.v`:
```
module twos_complement_converter(RESULT, INPUT);
	input [7:0] INPUT;
	output [7:0] RESULT;
	assign #1 RESULT = ~INPUT + 8'b1; 	 
endmodule
```
`./run.sh`:
```
#!/bin/bash
# OpenROAD 26Q1-2900-gdf79404cd8, Yosys 0.63+post, stock flow scripts
make -C /OpenROAD-flow-scripts/flow DESIGN_CONFIG=/design/flow/config.mk WORK_HOME=/design/flow/orfs finish
```
`./constraint.sdc`:
```
current_design twos_complement_converter

set clk_period 3.2
set clk_io_pct 0.2

create_clock -name clk0 -period $clk_period

set non_clock_inputs [all_inputs -no_clocks]
set_input_delay [expr $clk_period * $clk_io_pct] -clock clk0 $non_clock_inputs
set_output_delay [expr $clk_period * $clk_io_pct] -clock clk0 [all_outputs]
```
==> run_results.csv <==
group,metric,value,unit
status,status,"complete, no violations",
placement,dp_hpwl,524,um
route,n_antenna_cell,0,
route,dr_total_vias,175,
floorplan,fp.dieH,80,um
job,drv_cap,0,
synthesis,ys.warnings.count,0,
worst_setup_path,end_kind,"output pin",
synthesis,synthDistinctLibCells,11,
synthesis,syn_avg_cell_area,7.65,um2
placement,gp_congestion,0.732,
worst_setup_path,cp.required,2.56,ns
floorplan,fp-utilization,0.0403,
synthesis,synth.area.top_cells,"xnor2_1 25%, nor4_4 15%, xor2_1 13%, ha_1 9.1%, nor2_1 8.2%",
timing,min_period_over_period,0.960,
hold_path,hold_class,"primary input to output pin",
floorplan,chipArea,6400,um2
grt,grt_max_degree,5,
grt,grt_pass1_wl,890,um
worst_setup_path,worst_ep_arrival_time,2.43,ns
floorplan,rows,21,
route,wire_per_inst,7.19,um
power,p_leak,0.116,nW
timing,finalSetupViolations,0,
route,ant_nets,0,
grt,grt_pass1_vias,186,
timing,max_freq,326,MHz
power,vdd_drop_max,0.0120,mV
cts,cts_resized,0,
worst_setup_path,crit_type,"primary input to output pin",
cells_and_area,fill_cells,397,
route,drtIter0Drc,3,
timing,fin_crit,3.07,ns
timing,fin_setup_tns,0,ns
timing,slew_violations,0,
cells_and_area,flops,0,
timing,worst_slew_pin_slew,0.222,ns
floorplan,coreArea,3420,um2
synthesis,top_cell,"xnor2_1",
route,drt-pass1-iter-count,2,
synthesis,syn-cell-area,138,um2
synthesis,yosys-stat-area,138,um2
route,drcViolationCount,0,
cells_and_area,flop_area,0,um2
synthesis,synth_cells,18,
worst_setup_path,worstPathMaxFanout,3,
timing,grt_setup_unrepaired,"no",
worst_setup_path,start_kind,"primary input",
timing,hold_viol,0,
floorplan,fp.dieW,80,um
synthesis,synth_seq_share,0,
route,via_per_inst,2.16,
route,wl,582,um
cells_and_area,stdcell_count,81,
placement,port_buffers,16,
synthesis,synthTopCellsByCount,"4 x xnor2_1, 3 x nor2_1, 2 x inv_1, 2 x xor2_1",
cells_and_area,clock_buffers,0,
synthesis,ys_cells,18,
cts,postCtsSetupRepairBufs,0,
worst_setup_path,crit_end,"RESULT[7]",
cts,hold_buffers,0,
grt,grt_usage,0.0169,
power,power,39.4,uW
cells_and_area,areaGrowthSynthToFinish,164,%
placement,placed_cells,81,
synthesis,synth_top_area_share,0.255,
hold_path,hp-start,"INPUT[7]",
grt,grt.overflow.total,0,
floorplan,ioPinCount,16,
job,tool_warnings,32,
timing,relSlewSlack,0.852,
grt,antenna_found_initial,0,
power,p_per_area,109,nW/um2
worst_setup_path,startpoint,"INPUT[1]",
cells_and_area,drive_gt1_frac,0.114,
synthesis,yosysTopAreaCell,"xnor2_1",
placed cells by master (no fill, tap or decap):
cell	instances
clkdlybuf4s50_1	16
nand2_1	1
nor3_1	1
xor2_1	2
nor2_1	3
inv_1	2
nor4_4	1
nand3_1	1
xnor2_1	4
buf_4	2
ha_1	1
or4_4	1
metrics by stage:
| step | hold WS [ns] | utilization | worst slack (ns) | cell area [um2] |
|---|---|---|---|---|
| after floorplan | 1.31 | - | 1.13 | 138 |
| after global placement | 2.23 | 0.106 | 0.140 | 363 |
| after detailed placement | 2.23 | 0.106 | 0.132 | 363 |
| after CTS | 2.23 | 0.106 | 0.127 | 363 |
| after global routing | 2.25 | 0.106 | 0.0581 | 363 |
| final | 2.23 | 0.106 | 0.128 | 363 |
cell families after synthesis:
kind of cell,Yosys count,synth area share
XOR/XNOR,6,0.382
AND/OR/NAND/NOR,8,0.418
adder cells (fa/ha/maj),1,0.0909
buffers and inverters,3,0.109
metal layers:
layer | routed length, um | share of wire | vias up | GRT usage
met3 | 173 | 0.30 | 0 | 0.0159
met5 | 0 | 0 | - | 0
met2 | 157 | 0.27 | 14 | 0.0209
li1 | - | - | 92 | -
met4 | 0 | 0 | 0 | 0
met1 | 252 | 0.43 | 69 | 0.0218
worst min-delay path by stage:
stage	to	cells after the start
after CTS	RESULT[7]	3
after global routing	RESULT[7]	3
final	RESULT[7]	3
report_power, final:
| part | total [mW] | switching, mW | internal, mW |
|---|---|---|---|
| Sequential | 0 | 0 | 0 |
| Combinational | 0.0394 | 0.0117 | 0.0277 |
| Clock | 0 | 0 | 0 |
| Total | 0.0394 | 0.0117 | 0.0277 |
area by class of cell:
type / count / area (um2) / area share
multi-input cells: 15 / 123 / 0.338
well taps: 46 / 57.6 / 0.159
repair buffers: 18 / 175 / 0.483
inverters: 2 / 7.51 / 0.0207
critical path, cell delays in order:
cell	delay, ns
clkdlybuf4s50_1	0.45
or4_4	0.57
nor4_4	0.16
xnor2_1	0.14
clkdlybuf4s50_1	0.48
Power and IR drop assume default switching activity.
