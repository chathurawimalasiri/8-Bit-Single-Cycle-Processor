File: config.mk
export PLATFORM = sky130hd
export DESIGN_NAME = cpu
export DESIGN_NICKNAME = cpu
export VERILOG_FILES = /design/flow/design.v
export SDC_FILE = /design/flow/constraint.sdc
export NUM_CORES = 4
export LEC_CHECK = 1
export CORE_AREA = 10 10 113 113
export DIE_AREA = 0 0 123 123
File: constraint.sdc
current_design cpu

set clk_period 6.1
set clk_io_pct 0.2

create_clock -name clk0 -period $clk_period [get_ports {CLK}]

set non_clock_inputs [all_inputs -no_clocks]
set_input_delay [expr $clk_period * $clk_io_pct] -clock clk0 $non_clock_inputs
set_output_delay [expr $clk_period * $clk_io_pct] -clock clk0 [all_outputs]
File: design.v
module reg_file(IN, OUT1, OUT2, INADDRESS, OUT1ADDRESS, OUT2ADDRESS, WRITE, CLK, RESET);
	input WRITE, CLK, RESET;				 
	input [2:0] INADDRESS, OUT1ADDRESS, OUT2ADDRESS;	 
	input [7:0] IN;						 
	output [7:0] OUT1, OUT2;				 
	reg [7:0] registers[7:0];		 
	assign #2 OUT1 = registers[OUT1ADDRESS];	
	assign #2 OUT2 = registers[OUT2ADDRESS];
	always @(posedge CLK) 
	begin 
		if (RESET == 0 && WRITE ==1 )	
			#1 registers[INADDRESS] <= IN ;
		if ( RESET ) #1
		begin
			registers[0] <= 'b00000000;
			registers[1] <= 'b00000000;
			registers[2] <= 'b00000000;
			registers[3] <= 'b00000000;
			registers[4] <= 'b00000000;
			registers[5] <= 'b00000000;
			registers[6] <= 'b00000000;
			registers[7] <= 'b00000000;
		end
	end
endmodule	
module Alu (RESULT, DATA1, DATA2, SELECT);
input [7:0] DATA1, DATA2;
input [2:0] SELECT;
output reg [7:0] RESULT;
wire [7:0] ADD_OUT, FORWARD_OUT, AND_OUT, OR_OUT;
Forward fwd1(FORWARD_OUT, DATA2 );
Add add1(ADD_OUT, DATA1, DATA2 );
And and1(AND_OUT, DATA1, DATA2 );
Or or1(OR_OUT, DATA1, DATA2 );
always @(*) begin  
    case (SELECT)
        'b000:
             RESULT = FORWARD_OUT;
        'b001:
            RESULT = ADD_OUT; 
        'b010:
            RESULT = AND_OUT; 
        'b011:
             RESULT = OR_OUT; 
        default:
            RESULT = 'b00000000;
    endcase
end
endmodule
module Forward (FORWARD_OUT, DATA2);
    input [7:0]  DATA2;
    output [7:0] FORWARD_OUT;
    assign #1 FORWARD_OUT =  DATA2; 
endmodule
module Add (ADD_OUT, DATA1, DATA2);
    input [7:0] DATA1, DATA2;
    output [7:0] ADD_OUT;
    assign #2  ADD_OUT =  DATA1+DATA2; 
endmodule
module And (AND_OUT, DATA1, DATA2);
    input [7:0] DATA1, DATA2;
    output [7:0] AND_OUT;
    assign #1 AND_OUT =  DATA1 & DATA2; 
endmodule
module Or (OR_OUT, DATA1, DATA2);
    input [7:0] DATA1, DATA2;
    output [7:0] OR_OUT;
    assign  #1 OR_OUT =  DATA1 | DATA2; 
endmodule
module cpu (PC, INSTRUCTION, CLK, RESET );
    input CLK, RESET;
    input [31:0] INSTRUCTION;
    output reg [31:0] PC ;
    wire SUB_SELECT, IMM_SELECT, WRITE_ENABLE;
    wire [7:0] ALU_OUT, REGOUT1, REGOUT2, TWOS, SUB_RESULT, IMM_RESULT;
    wire [2:0] ALUOP;
    wire [31:0] NEXTPC;
    cu mycu(ALUOP, WRITE_ENABLE,SUB_SELECT, IMM_SELECT , INSTRUCTION[31:24] );
    reg_file myregfile(ALU_OUT, REGOUT1, REGOUT2, INSTRUCTION[18:16], INSTRUCTION[10:8],INSTRUCTION[2:0], WRITE_ENABLE, CLK, RESET);
    twos_comp for_sub(TWOS, REGOUT2);
    mux select2s(SUB_RESULT, REGOUT2, TWOS, SUB_SELECT);
    mux immediate_or_reg(IMM_RESULT, SUB_RESULT, INSTRUCTION[7:0], IMM_SELECT);
    Alu alu(ALU_OUT, REGOUT1, IMM_RESULT, ALUOP);   
    addr adr(NEXTPC, PC, 32'd4);
    always @(posedge CLK) begin
        if(RESET) PC = 0;
        else #1 PC = NEXTPC;
    end
endmodule
module mux (OUTPUT, INPUT1, INPUT2, SELECT);
    input SELECT;
    input[7:0] INPUT1, INPUT2;
    output reg [7:0] OUTPUT;
    always @(*) begin
        if (SELECT==0) OUTPUT = INPUT1;
        else OUTPUT = INPUT2;
    end
endmodule
module twos_comp (OUTPUT, INPUT);
    input[7:0] INPUT;
    output[7:0] OUTPUT;
    assign  #1 OUTPUT = ~INPUT + 8'd1;
endmodule
module   cu(ALUOP, WRITEENABLE, MUXSUB, MUXIMM, OPCODE);
    input [7:0] OPCODE;
    output reg WRITEENABLE, MUXSUB, MUXIMM;
    output reg [2:0] ALUOP;
    always @(*) begin
        #1
        case (OPCODE)    
            'b00000000: begin  
                MUXIMM = 'b1 ; 
                ALUOP = 3'b000;
                MUXSUB = 'b0;
                WRITEENABLE = 'b1;
            end 
            'b00000001: begin   
                MUXIMM = 'b0;
                ALUOP = 3'b000;
                MUXSUB = 'b0;
                WRITEENABLE = 'b1;
            end
            'b00000010: begin  
                MUXIMM = 'b0 ;
                ALUOP = 3'b001;
                MUXSUB = 'b0;
                WRITEENABLE = 'b1;
            end
            'b00000011: begin  
                MUXIMM = 'b0 ;
                ALUOP = 3'b001;
                MUXSUB = 'b1;
                WRITEENABLE = 'b1;
            end
            'b00000100: begin  
                MUXIMM = 'b0 ;
                ALUOP = 3'b010;
                MUXSUB = 'b0;
                WRITEENABLE = 'b1;
            end
            'b00000101: begin  
                MUXIMM = 'b0 ;
                ALUOP = 3'b011;
                MUXSUB = 'b0;
                WRITEENABLE = 'b1;
            end
            default: begin  
                MUXIMM = 'bx ;
                ALUOP = 3'bxxx;
                MUXSUB = 'bx;
                WRITEENABLE = 'b0;
            end
        endcase   
    end
endmodule
module addr (NEXTPC, PC, FOUR);
input [31:0] PC, FOUR ;
output [31:0] NEXTPC;
assign  #1 NEXTPC =  PC + FOUR;
endmodule
File: run.sh
#!/bin/bash
# OpenROAD 26Q1-2900-gdf79404cd8, Yosys 0.63+post, stock flow scripts
make -C /OpenROAD-flow-scripts/flow DESIGN_CONFIG=/design/flow/config.mk WORK_HOME=/design/flow/orfs finish
==> Slide: Implementation Results <==
Run Summary

Synth
  • # Cells Yosys: 158
  • FF+latch count, synth: 30
  • Yosys chip area: 1350 um^2
  • Yosys warning tally: 5
  • Cell Type Count: 24
  • Fraction of the yosys area taken by sequential cells: 44.6%
  • Post-Syn Area: 1350 um^2
  • Post-synthesis cell count: 158
  • Syn_area_per_cell: 8.53 um^2

Finish
  • Final instance area: 1900 um^2
  • Share of cells above drive strength 1: 4.79%
  • Most common logic cells in the final layout: clkdlybuf4s50_1, dfxtp_1, a21oi_1
  • Max reg flops: 30
  • Final Non-Filler Cells: 324
  • Area grow syn2layout: 41.1%
  • Most common cell after layout, fill and taps aside: clkdlybuf4s50_1

Die
  • # IOs: 66
  • Row count: 37
  • Die height: 123 um
  • FP Util: 13.1%
  • Core Area: 10300 um^2
  • Chip area: 15100 um^2
  • Chip width: 123 um

CTS
  • CTS root buffer: clkbuf_8
  • Post-cts hold buffer count: 0
  • H-tree depth reported by CTS: 2
  • CTS Buffer Depth: 2
  • Number of buffers created by CTS: 5
  • CTS tree: built
  • Clock sinks: 30
  • PostCTS Resize Cnt: 0
  • Clock transition at path regs: 0.06 ns
  • Post-CTS setup buffers: 0
  • Clk Latency, worst-skew pair: 0.28 ns

GRT
  • Largest net degree at the start of global routing: 31
  • Vias in the first global route: 1183
  • Initial antenna violation count: 0
  • Grt ovf: 0
  • Total track usage: 4.76%
  • First-pass GRT wire length: 5890 um

Critical path
  • Worst EP required: 4.88 ns
  • Worst Setup Start Kind: flop
  • Family with the most delay on the worst path: buffers and inverters
  • CP peak stage delay: 0.55 ns
  • Crit end category: primary output
  • WS Path Type: flop to primary output
  • Sequence of cells on the critical path: clkdlybuf4s50_1
  • Slowest cell on crit path: clkdlybuf4s50_1
  • Path depth of the worst reg2reg path: 5
  • WP buf/inv: 1
  • Critical Path AT: 1.30 ns
  • Max Fanout on Critical Path: 6
  • Internal reg-to-reg setup slack: 3.77 ns
  • RR Startpoint: PC[2]
  • Reg2reg end: PC[30]

Final timing
  • Final setup vio count: 0
  • Final worst path period need: 2.52 ns
  • RSZ-0062 raised after global routing: no
  • Worst-margin pin slew: 0.574 ns
  • Fmax: 397 MHz
  • Layout Skew: 0.00510 ns
  • Fin crit share: 41.3%
  • Slew HR: 61.7%
  • Post-Route Setup TNS: 0 ns
  • Slew Viols, Final: 0
  • Final Hold Fails: 0

Power and ir drop
  • Lkg Pwr: 0.000527 uW
  • Worst vdd ir: 0.0803 mV
  • Total power: 414 uW
  • PwrDens: 217 nW/um^2

Min path
  • Worst hold endpoint: PC[31]
  • Hold path cells: 2
  • Hold Crit Class: flop to flop
  • Hold wc startpoint: PC[31]

Place
  • Dpl cells: 317
  • Dpl cell area: 1790 um^2
  • DP Wirelength: 2480 um
  • Port buffer count: 31
  • GPL Wtd Cong: 0.731

Route
  • Routed vias: 1221
  • Antenna cells: 0
  • WL final: 3520 um
  • # DRC: 0
  • Vias per cell: 3.77
  • DRT iter0 DRCs: 65
  • TritonRoute pass-1 iters: 4
  • Wirelength per Cell: 10.9 um
  • Antenna-violating nets left: 0

Flow run
  • Max cap viols: 0
  • Log Warnings: 57

Outcome
  • Outcome: finished clean
-- cells in the mapped netlist --
cell	number	area (um^2)
nand3_4	1	17.5
and3_1	1	6.26
nand2_1	5	18.8
nor2b_1	1	6.26
buf_2	4	20.0
buf_4	2	15.0
inv_1	6	22.5
a21oi_1	18	90.1
nor3_1	4	20.0
nor2_1	11	41.3
nand3_1	10	50.1
conb_1	1	3.75
dfxtp_1	30	601
nand4_1	8	50.1
clkbuf_1	4	15.0
and2_1	1	6.26
and4_1	1	8.76
or4_1	11	82.6
o21ai_0	10	50.1
or3_1	10	62.6
o31ai_1	8	60.1
xor2_1	4	35.0
xnor2_1	6	52.6
ha_1	1	12.5
-- worst max-delay path by stage --
| stage | start | end | cells after the start |
|---|---|---|---|
| 6_report | PC[4] | PC[4] | 1 |
| 4_1_cts | PC[4] | PC[4] | 1 |
| 5_1_grt | PC[4] | PC[4] | 1 |
-- where the power goes --
part / total [uW] / internal [uW] / switching (uW)
Clock: 203 / 131 / 72.6
Combinational: 10.1 / 5.14 / 4.99
Sequential: 200 / 198 / 2.77
Total: 414 / 333 / 80.4
-- kinds of logic after synthesis --
group | share of synthesized area [%]
compound gates | 14.9
xor+xnor | 6.50
other cells | 0.278
buf+inv | 5.38
flops | 44.6
simple gates | 27.5
fa+ha+maj | 0.928
-- area by class of cell --
| cell class | instances | area [um^2] |
|---|---|---|
| Fill cell | 1141 | 8420 |
| Timing Repair Buffer | 32 | 318 |
| Tap cell | 136 | 170 |
| Clock inverter | 1 | 30.0 |
| Inverter | 6 | 22.5 |
| Multi-Input combinational cell | 113 | 678 |
| Sequential cell | 30 | 601 |
| Clock buffer | 6 | 82.6 |
-- metal layers --
| layer | track usage, % | wire [um] |
|---|---|---|
| met5 | 0 | 0 |
| met4 | 0.364 | 18 |
| met3 | 2.54 | 383 |
| met2 | 7.03 | 1430 |
| met1 | 6.32 | 1690 |
-- through the flow --
step           utilization (%)  setup WS [ns]  hold WS [ns]
2_1_floorplan                -           4.22         0.439
3_3_place_gp              17.3           3.82         0.460
3_5_place_dp              17.3           3.79         0.477
4_1_cts                   18.4           3.56         0.486
5_1_grt                   18.4           3.53         0.514
6_report                  18.4           3.58         0.482
No activity file was given, so power comes from the tool's default toggle rates.
